`design/flow/run.sh`:
```
#!/bin/bash
# OpenROAD 26Q1-2900-gdf79404cd8, Yosys 0.63+post, stock flow scripts
make -C /OpenROAD-flow-scripts/flow DESIGN_CONFIG=/design/flow/config.mk WORK_HOME=/design/flow/orfs finish
```
`design/flow/config.mk`:
```
export PLATFORM = sky130hd
export DESIGN_NAME = risc16b
export DESIGN_NICKNAME = risc16b
export VERILOG_FILES = /design/flow/design.v
export SDC_FILE = /design/flow/constraint.sdc
export NUM_CORES = 4
export LEC_CHECK = 1
export CORE_UTILIZATION = 40
export SYNTH_HDL_FRONTEND = slang
```
`design/flow/constraint.sdc`:
```
current_design risc16b

set clk_period 9.9
set clk_io_pct 0.2

create_clock -name clk0 -period $clk_period [get_ports {clk}]

set non_clock_inputs [all_inputs -no_clocks]
set_input_delay [expr $clk_period * $clk_io_pct] -clock clk0 $non_clock_inputs
set_output_delay [expr $clk_period * $clk_io_pct] -clock clk0 [all_outputs]
```
`design/flow/design.v`:
```
`default_nettype none
  module risc16b
    (
     input wire 	 clk,
     input wire 	 rst,
     output logic [15:0] i_addr,
     output logic 	 i_oe,
     input wire [15:0] 	 i_din,
     output logic [15:0] d_addr,
     output logic 	 d_oe,
     input wire [15:0] 	 d_din,
     output logic [15:0] d_dout,
     output logic [1:0]  d_we
     );
   logic [15:0] 	 alu_ain, alu_bin, alu_dout;
   logic [3:0] 		 alu_op;
   logic [2:0] 		 reg_file_rnum1, reg_file_rnum2, reg_file_wnum;
   logic [15:0] 	 reg_file_dout1, reg_file_dout2, reg_file_din;
   logic 		 reg_file_we;
   logic [15:0] 	 ex_result_in;
   logic 		 ex_reg_file_we_in, ex_reg_file_we_reg;
   logic [15:0] 	 ex_result_reg;  
   logic [15:0] 	 ex_ir;          
   alu16 alu16_inst(.ain(alu_ain), .bin(alu_bin), .op(alu_op), .dout(alu_dout));
   reg_file reg_file_inst
     (.clk(clk), .rst(rst), .we(reg_file_we),
      .rnum1(reg_file_rnum1), .rnum2(reg_file_rnum2), .wnum(reg_file_wnum),
      .dout1(reg_file_dout1), .dout2(reg_file_dout2), .din(reg_file_din));
   logic [15:0] 	 if_pc;  
   logic [15:0] 	 if_ir;  
   logic [15:0] 	 if_pc_bta;
   logic 		 if_pc_we;
   always_ff @(posedge clk) begin
      if(rst)
	if_pc <= 16'd0;
      else if (if_pc_we == 1)
        if_pc <= if_pc_bta;
      else
        if_pc <= if_pc + 16'd2;
   end
   always_ff @(posedge clk) begin
      if (rst)
        if_ir <= 16'd0;
      else
        if_ir <= i_din;
   end
   assign i_oe = 1'b1;
   assign i_addr = if_pc;
   logic [15:0]   id_operand_reg1, id_operand_reg2;  
   logic [15:0]   id_ir;  
   logic [15:0]   id_imm_reg;  
   logic [15:0]   id_pc;
   logic [15:0]   id_operand_in1, id_imm_in;
   assign reg_file_rnum1 = if_ir[10:8];
   assign reg_file_rnum2 = if_ir[7:5];
   assign if_pc_bta = (id_imm_in + if_pc);
   always_ff @(posedge clk) begin
      if (rst)
        id_pc <= 16'd0;
      else 
        id_pc <= if_pc;
   end   
   always_comb begin
      if (rst)
        id_operand_in1 = 16'd0;
      else if(if_ir[10:8]== id_ir[10:8] & ex_reg_file_we_in == 1)
	id_operand_in1 = ex_result_in;
      else if(if_ir[10:8]==ex_ir[10:8] & reg_file_we == 1)
	id_operand_in1 = ex_result_reg;
      else 
        id_operand_in1 = reg_file_dout1;
   end
   always_ff @(posedge clk) begin
      if(rst)
	id_operand_reg1 <= 16'b0;
      else
	id_operand_reg1 <= id_operand_in1;
   end
   always_comb begin
      if(if_ir[15:11] == 5'b10000 && id_operand_in1 == 0)
	if_pc_we = 1'b1;
      else if(if_ir[15:11] == 5'b10001 && id_operand_in1 != 0)
	if_pc_we = 1'b1;
      else if(if_ir[15:11] == 5'b10010 && id_operand_in1[15] == 1)
	if_pc_we = 1'b1;
      else if(if_ir[15:11] == 5'b10011 && id_operand_in1[15] == 0)
	if_pc_we = 1'b1;
      else if(if_ir[15:11] == 5'b11000)
	if_pc_we = 1'b1;
      else
	if_pc_we = 1'b0;
   end  
   always_ff @(posedge clk) begin
      if (rst)
        id_imm_reg <= 16'd0;
      else
	id_imm_reg <= id_imm_in;
   end
   always_ff @(posedge clk) begin
      if (rst) 
        id_ir <= 16'd0;
      else
        id_ir <= if_ir;
   end
   always_ff @(posedge clk) begin
      if (rst)
        id_operand_reg2 <= 16'd0;
      else if(if_ir[7:5]== id_ir[10:8] & ex_reg_file_we_in == 1)
	id_operand_reg2 <= ex_result_in;
      else if(if_ir[7:5]== ex_ir[10:8] & reg_file_we == 1)
	id_operand_reg2 <= ex_result_reg;
      else 
        id_operand_reg2 <= reg_file_dout2;
   end
   always_comb begin
      if(if_ir[15:11] == 5'b00100 || if_ir[15] == 1'b1)
	id_imm_in = {{8{if_ir[7]}}, if_ir[7:0]};
      else
	id_imm_in = {8'b0, if_ir[7:0]};      
   end  
   logic [15:0]       ex_operand_reg1;
   assign ex_reg_file_we_in = (id_ir == 16'h0 ||  id_ir[15] == 1'h1 || (id_ir[15:11]==5'b0 && id_ir[4]==1'b1 && id_ir[0] == 1'b0)) ? 1'b0 : 1'b1;
   always_ff @(posedge clk) begin
      if (rst)
	ex_reg_file_we_reg <= 16'd0;
      else
	ex_reg_file_we_reg <= ex_reg_file_we_in;
   end
   assign d_addr = id_operand_reg2;
   always_comb begin
      if(id_ir[15:11]==5'b0 && (id_ir[4] == 1'b1 && id_ir[0] == 1'b1))
	d_oe = 1'd1;
      else
	d_oe = 1'd0;
   end
   always_comb begin
      if(id_ir[4:0] == 5'b10000 && id_ir[15:11] == 5'b0)
	d_dout = id_operand_reg1;
      else if(id_ir[4:0] == 5'b10010 && id_operand_reg2[0] == 1'b0) begin
	 d_dout[7:0] = 0;
	 d_dout[15:8] = id_operand_reg1[7:0];
      end
      else if(id_ir[4:0] == 5'b10010 && id_operand_reg2[0] == 1'b1) begin
	 d_dout[7:0] = id_operand_reg1[7:0];
	 d_dout[15:8] = 0;
      end
      else
	d_dout = 16'b0;
   end  
   always_comb begin
      if(id_ir[15:11]==5'b0 && id_ir[4:0] == 5'b10000)
	d_we = 2'b11;
      else if(id_ir[15:11]==5'b0 && id_ir[4:0] == 5'b10010)begin
	 if(id_operand_reg2[0] == 1'b0)
	   d_we = 2'b01;
	 else
	   d_we = 2'b10;
      end
      else
	d_we = 2'b00;
   end
   always_ff @(posedge clk) begin
      if(rst)
	ex_result_reg <= 16'd0;
      else
	ex_result_reg <= ex_result_in;
   end
   always_comb begin
      if( id_ir[15:11] == 5'b00000 && id_ir[4:0]== 5'b10011   )begin
	 if(id_operand_reg2[0]==1'b0)begin
	    ex_result_in[7:0] = d_din[15:8]  ;
	    ex_result_in[15:8] = 8'b0;
	 end
	 else begin
	    ex_result_in[15:8]= 8'b0;
	    ex_result_in[7:0]=d_din[7:0];
	 end
      end
      else if (id_ir[15:11]==5'd0 && id_ir[4:0]==5'b10001)begin
	 ex_result_in = d_din;
      end
      else
	ex_result_in = alu_dout;
   end  
   always_comb begin
      if(id_ir[15] == 1'b1)
	alu_ain = id_pc;
      else
	alu_ain = id_operand_reg1;
   end
   always_ff @(posedge clk) begin
      if (rst)
	ex_ir <= 16'd0;
      else
	ex_ir <= id_ir;
   end
   always_comb begin
      if(id_ir[15] == 1'b1)
	alu_op <= 4'b0100;
      else
	if (id_ir[14:11] == 4'b0000 )
	  alu_op <= id_ir[3:0];
	else
	  alu_op <= id_ir[14:11];
   end
   always_comb begin
      if (id_ir[15:11] == 5'b00000)
	alu_bin = id_operand_reg2;
      else
	alu_bin = id_imm_reg;
   end
   assign reg_file_wnum = ex_ir[10:8];
   assign reg_file_din = ex_result_reg;
   assign reg_file_we = ex_reg_file_we_reg;
endmodule
module reg_file
  (
   input wire 	       clk, rst,
   input wire [2:0]    rnum1, rnum2,
   output logic [15:0] dout1, dout2,
   input wire [2:0]    wnum,
   input wire [15:0]   din,
   input wire 	       we
   );
   logic [15:0]        registers[8];
   assign dout1 = registers[rnum1];
   assign dout2 = registers[rnum2];
   always_ff @(posedge clk) begin
      if (rst)
	registers <= '{default: 16'h0000};
      else if (we)
	registers[wnum] <= din;
   end
endmodule
module alu16
  (
   input wire [15:0]   ain, bin,
   input wire [3:0]    op,
   output logic [15:0] dout
   );
   always_comb begin
      case(op)
	4'b0000 : dout = ain;
	4'b0001 : dout = bin;
	4'b0010 : dout = ~bin;
	4'b0011 : dout = ain ^ bin;
	4'b0100 : dout = ain + bin;
	4'b0101 : dout = ain - bin;
	4'b0110 : dout = bin << 8;
	4'b0111 : dout = bin >> 8;
	4'b1000 : dout = bin << 1;
	4'b1001 : dout = bin >> 1;
	4'b1010 : dout = ain & bin;
	4'b1011 : dout = ain|bin;
	4'b1100 : begin
	   if(ain - bin > 0)
	     dout = 255 - ain + bin;
	   else
	     dout = 255 - bin + ain;
	end
	default : dout = 16'bx;
      endcase  
   end
endmodule
`default_nettype wire
```
==> reports/writeup.txt <==
The run finished with clean final reports. For reference, the mux area share after synthesis is 13.3%. The post-cts hold-fix buffer tally is 0. Hold analysis shows the worst path with a depth of 2.

Of the total synthesized cell area, the portion taken by AND-OR and OR-AND cells is 20.0%. For the number of cells in Yosys stat, the log shows 2246. The detailed router reported a total wirelength of 75.3 mm. The run gives 0.0177 mm² as the netlist area before placement. The post-detailed-route wirelength per cell was 26.1 µm; the chip area line of the yosys report was 0.0177 mm². Per the final layout report, the fraction of cells sized above drive strength 1 comes to 10.7%. The worst setup path is captured at a flop. With the number of flip-flops under the largest register name at 128, the maximum fanout along the worst path is 25. The power report shows net switching accounting for 39.4% of the total. Count of input and output buffers: 84. For the worst reg-to-reg path, the endpoint reported by OpenROAD is i_addr[11]. The clock tree has to reach 245 sinks. The power report puts the leakage power at 7.50 nW. The detailed router finished its first iteration with 1436 violations. The first global-routing pass estimated 111 mm of wire. Setup repair after global routing left no endpoint under its margin. The smallest setup slack after layout was 0.961 ns.

The synthesis report lists the most area-consuming cells as dfxtp_1 28%, nand2_1 8.2%, mux4_2 8.1%, a21oi_1 7.1%, ha_1 5.5%. Worst min-delay path category: reg2reg. For this run, the register share of the synthesized area comes to 27.6%. Total power normalized to cell area comes to 169 mW/mm². The pre-CTS setup check shows a worst slack of 1.24 ns.

Headroom to the max-slew limit came out at 1.24%. The tools report the site row count as 76. For the worst setup path, the data required time is 10.32 ns. The signal on the critical path passes through or4_4 > nor2_4 > mux2i_1 > buf_4 > inv_1 > ha_1 > ha_1 > nor4_2 > a22o_1 > o211ai_1 > a211o_2 > a221oi_1 > o41a_1 > or4b_1 > nor4_1 > nor4_1 > nand4_1 > a221oi_1 > o211ai_1 > o311ai_1 > or3b_1 > mux2_4.

In the routed design, unresolved DRC markers number 0. Post-route period utilization is reported as 90.3%. The die outline width is 213 µm, and the number of distinct library cells after synthesis is 102. The run gives 8.94 ns for the post-layout minimum cycle time.

The logs give 0 for the number of hold-slack violations in the final timing report and 1 for the number of H-tree branching levels. Before placement the cells fill 40.8% of the core. The most used flip-flop cell after synthesis was dfxtp_1.

The clock network burns 27.3% of the power. Ranked by flip-flop count, first place goes to reg_file_inst.registers. Measured in cells, the most critical reg-to-reg path has a length of 22. For reference, simple AND, OR, NAND and NOR cells occupy 23.1% of the area reported after synthesis. The critical register-to-register path startpoint was id_ir[11].

The timing report gives the biggest stage delay along the critical path as 1.19 ns. The run gives 6.23% for the area fraction in full adders, half adders and majority gates. Share of power burned in registers: 33.2%. Per the CTS log, the root buffer master is clkbuf_16. The logs give 0 for the number of slew-limit violations in the final report and 46.3% for the fraction of the core area covered by cells at the end of the flow. Counting the buffers created by CTS gives 25. The cell-mix breakdown from Yosys lists the XOR/XNOR area share as 4.93%.

With the number of maximum-capacitance constraint violations at 0, the cell count after synthesis is 2246. The area growth from synthesis to layout is 13.3%. On the final layout, the worst hold slack is 0.464 ns.

The via count was 17400. The global placement routability congestion came out at 1.03. The power report lists cell-internal power as 2.06 mW. The logs give 86 for the number of top-level pins and 89 for the maximum number of pins on one net before global-route repair. The total of endpoints with negative setup slack in the final report was 0; the half-perimeter wire length after placement was 57.2 mm. The largest total area in the synthesized netlist belongs to dfxtp_1. The flip-flop and latch count after synthesis is 245, and the relative contribution of combinational cells to total power is 39.5%. The global routing report lists combined usage of all routing layers as 34.8%. In the routed netlist, the antenna diode instances number 0.

For this run, the detailed router's first-pass iteration total came to 7. The sum of buffers and inverters on the critical path is 2, and the setup TNS after final layout is 0 ns. The Yosys warning count is 0. The clock transition at the registers of the reported paths was 0.06 ns. The synthesized design contains 0 enable-type register cells. Looking at hold timing, the worst path starts from reg_file_inst.registers[6]. The source-to-sink clock delay at the later pin of the worst-skew pair came out at 0.54 ns. For this run, the top clock speed supported by timing is 0.112 GHz. For flop-to-flop paths, the worst setup slack is 0.96 ns. The pin closest to its max-slew limit shows a slew of 1.47 ns. For the maximum number of buffers from clock root to sink, the log shows 3. The die boundary height came out at 213 µm. After global routing the overflow that remains totals 0. The startpoint kind of the worst setup timing path is a flop.

The core region is 0.0435 mm². The initial antenna violation count came out at 0. For this run, the detailed router reports a per-instance via density of 6.02. The overall die size recorded for this design is 0.0452 mm².

The design draws 3.39 mW. The run gives 0.0132 ns for the final worst clock skew. Per the STA report, the cell with the highest stage delay on the worst path is nor4_1. TritonCTS built the clock tree.

Averaged over all synthesized cells, the footprint is 7.90 µm². Sorting the synthesized cells by how often they occur yields 386 x nand2_1, 252 x a21oi_1, 245 x dfxtp_1. Yosys shows that the main logic family after synthesis is simple AND/OR/NAND/NOR gates. The count of nets left with antenna violations once routing finished came out at 0. Number of buffers inserted to repair setup after CTS: 0. The leading cell type by number of instances after synthesis was nand2_1.

After synthesis, the share of flip-flops with an asynchronous set or reset is 0%. For the data arrival time at the worst-slack endpoint, the log shows 9.36 ns. Across all stage logs, warnings added up to 38.

The critical path is of the reg2reg type. Destination of the worst hold path: reg_file_inst.registers[6]. The portion of synthesized cell area occupied by the leading cell type is 27.6%. The logs give 16800 for the via count of the first global-routing pass and 0 for the post-cts repair resize count.

With the net switching component of the power at 1.34 mW, the peak supply drop is 0.168 mV. The kind of cell with the highest combined delay along the critical path is simple AND/OR/NAND/NOR gates.
## stage by stage
step | area, µm² | std cells
final | 20100 | 2889
after global routing | 20100 | 2889
after CTS | 20100 | 2889
after detailed placement | 19300 | 2845
after global placement | 19300 | 2845
after floorplan | 17700 | 2246
## how the worst max path moves through the flow
| stage | slack, ns | endpoint | from | depth (start not counted) |
|---|---|---|---|---|
| after CTS | 1.18 | i_addr[1] | id_ir[11] | 22 |
| after global routing | 0.66 | i_addr[2] | id_ir[11] | 23 |
| final | 0.96 | i_addr[11] | id_ir[11] | 22 |
## cells by family after synthesis
family                     count (synthesis)
AOI/OAI and AO/OA                        569
xor gates and xnor gates                  99
adders and majority gates                 86
buffers and inverters                    212
DFF                                      245
muxes                                    147
other                                      1
and+or+nand+nor                          887
## per-layer routing
metal	part of all wire, %	vias to the layer above	GRT usage (%)	wire length [µm]
li1	-	8138	-	-
met3	5.7	170	4.87	4330
met4	5.4	0	15.5	4030
met1	41	8439	46.1	30600
met5	0	-	0	0
met2	48	651	57.4	36400
## layout make-up
class / count / area [µm²]
repair buffers: 163 / 1440
flip-flops and latches: 245 / 4910
fillers: 4263 / 23300
multi-input cells: 1789 / 12000
inverters: 63 / 236
well taps: 585 / 732
clock inverters: 11 / 100
clock buffers: 33 / 686
## placed cells by master (no fill, tap or decap), types with 14 or more instances in the layout
cell               n
mux4_2            64
nand2b_1          17
clkdlybuf4s50_1   83
xor2_1            33
dfxtp_1          240
nor4_1            14
xnor2_1           65
mux2i_1           62
o21ai_0           78
nand3_1           35
a21oi_1          252
a31oi_1           28
buf_4             79
nor2b_1           60
and3_1            16
nor3_1            64
inv_1             57
nor2_1           199
a211oi_1          21
clkbuf_16         25
ha_1              78
nand2_1          386
o22ai_1           28
and2_1            21
## power groups by stage
stage	clock, mW	sequential [mW]	combinational [mW]
4_1_cts	0.946	1.12	1.32
5_1_grt	0.983	1.13	1.44
6_report	0.927	1.13	1.34
## worst register-to-register path, delay by kind of cell, from the launching register on
kind | cells | cell delay (ns)
AND/OR/NAND/NOR | 8 | 4.47
AND-OR/OR-AND | 8 | 2.12
adder cells (fa/ha/maj) | 2 | 0.80
multiplexers | 2 | 0.75
flip-flops | 1 | 0.37
buffers and inverters | 2 | 0.33
No activity file was given, so power comes from the tool's default toggle rates.
